## flow/run.sh

```bash
#!/bin/bash
# OpenROAD 26Q1-2900-gdf79404cd8, Yosys 0.63+post, stock flow scripts
make -C /OpenROAD-flow-scripts/flow DESIGN_CONFIG=/design/flow/config.mk WORK_HOME=/design/flow/orfs finish
```

## flow/config.mk

```make
export PLATFORM = sky130hd
export DESIGN_NAME = SIPO
export DESIGN_NICKNAME = SIPO
export VERILOG_FILES = /design/flow/design.v
export SDC_FILE = /design/flow/constraint.sdc
export NUM_CORES = 4
export LEC_CHECK = 1
export CORE_AREA = 10 10 70 70
export DIE_AREA = 0 0 80 80
```

## flow/constraint.sdc

```tcl
current_design SIPO

set clk_period 1.0
set clk_io_pct 0.2

create_clock -name clk0 -period $clk_period [get_ports {clk}]

set non_clock_inputs [all_inputs -no_clocks]
set_input_delay [expr $clk_period * $clk_io_pct] -clock clk0 $non_clock_inputs
set_output_delay [expr $clk_period * $clk_io_pct] -clock clk0 [all_outputs]
```

## flow/design.v

```verilog
interface RAM_if(input bit clk);
parameter ADDR_SIZE = 8;
logic rx_valid, rst_n;
logic [9:0] din;
logic tx_valid;
logic [7:0] dout;
modport DESIGN (input clk,rx_valid, rst_n, din,output tx_valid, dout);
modport TB (output rx_valid, rst_n, din,input clk);
modport MONITOR (input clk,rx_valid, rst_n, din, tx_valid, dout);
endinterface
module SIPO (clk,SS_n ,MOSI, rx_data); 
input  clk, MOSI,SS_n; 
output [9:0] rx_data; 
reg [9:0] tmp; 
  always @(posedge clk) 
  begin
    if(!SS_n) 
    tmp = {tmp[8:0],MOSI}; 
  end 
  assign rx_data = tmp; 
endmodule
```

==> results.py <==
# Auto-generated metrics
metrics = {
    "outcome": {
        "outcome": "completed",
    },
    "synth": {
        "yosys_warnings": 1,
        "synthCells": 11,
        "ys_cells": 11,
        "ys_area_um2": 304,
        "syn-mean-instance-area_um2": 27.6,
        "netlist_area_um2": 304,
        "synth_cell_type_count": 2,
        "ys_ff": 10,
        "ys_seq_share_pct": 98.8,
    },
    "layout": {
        "drive_gt1_share_pct": 58.8,
        "largest_reg_flops": 10,
        "layout_top_cells": "buf_2 (10), edfxtp_1 (10), buf_4 (6)",
        "multi_input_comb_cells": 0,
        "syn_to_final_growth_pct": 72.0,
        "instances_no_fill": 80,
        "fill_cells": 384,
        "final-comb-area_um2": 0,
        "seq_area_um2": 300,
    },
    "drt": {
        "drtAntennaViolNets": 0,
        "wl_um": 621,
        "avgRoutedWirePerCell_um": 7.76,
        "first_iter_violations": 11,
        "drt-pass1-iter-count": 3,
        "drcViolationCount": 0,
        "avgViaCountPerCell": 2.30,
        "insertedDiodeCount": 0,
        "via_count": 184,
    },
    "floorplanning": {
        "die_area_mm2": 0.00640,
        "fp.dieW_um": 80,
        "initCoreUtil_pct": 8.90,
        "std_cell_rows": 21,
        "core_mm2": 0.00342,
        "io_pins": 13,
        "die_y_um": 80,
    },
    "clocking": {
        "clock_tree.buffer_depth": 2,
        "cts.sinks": 10,
        "htree_levels": 1,
        "postCtsHoldBufs": 0,
        "root_buffer": "clkbuf_4",
        "tritoncts": "yes",
        "insertion_delay_ns": 0.26,
        "clk_pin_slew_ns": 0.06,
        "numCtsBuffers": 3,
    },
    "worst_setup_path": {
        "cp_top_family": "flip-flops",
        "required_ns": 0.80,
        "r2r_end": "tmp[4]",
        "path_buffers": 1,
        "worstSetupEndpointType": "output pin",
        "path_class": "register to output pin",
        "path_cells": "buf_2",
        "timing.rr.start": "tmp[3]",
        "critPathLaunchType": "register",
        "critical_path.max_fanout": 2,
        "slowest_delay_ns": 0.39,
        "regToRegSetupSlack_ns": 0.13,
        "cp_slowest_cell": "edfxtp_1",
        "arrival_ns": 0.78,
        "r2r_cells": 2,
    },
    "sta": {
        "fin_ws_ns": 0.0202,
        "finalCritPeriodShare_pct": 98.0,
        "hold_viol": 0,
        "slew_headroom_pct": 93.9,
        "rsz0062_at_grt": "yes",
        "timing.hold.ws_ns": 0.439,
        "worstMarginPinSlew_ns": 0.0915,
        "period_minus_slack_ns": 0.980,
        "final_max_slew_viol_count": 0,
        "clock.fmax_mhz": 1020,
        "finClkSkew_ns": 0.000939,
        "setup-violations-final": 0,
    },
    "global_routing": {
        "overflow": 0,
        "grt.busiest_layer": "met3",
        "gr-usage-all-layers_pct": 2.07,
        "met1_usage_pct": 2.29,
        "grt_first_pass_wirelength_um": 966,
        "use_met3_pct": 3.41,
        "grt_pass1_vias": 201,
        "met2_usage_pct": 1.85,
        "grt_start_max_net_pins": 11,
        "antenna_found_initial": 0,
    },
    "power": {
        "ir_drop_uv": 592,
        "power.density_mw_per_mm2": 1590,
        "p_leak_nw": 0.204,
    },
    "job": {
        "warnings": 26,
        "cap_violations": 0,
    },
    "worst_hold_path": {
        "min-delay-start": "tmp[2]",
        "min_to": "tmp[3]",
        "hold_path.class": "register to register",
        "hold_depth": 0,
    },
    "place": {
        "globalplace.congestion": 0.676,
        "port_buffers": 12,
        "place_ws_ns": -0.114,
        "placed_cells": 71,
        "place_hpwl_um": 463,
    },
}
[worst max path at each step]
stage | to | slack (ns) | from | cells past startpoint
CTS | rx_data[0] | 0.007 | tmp[0] | 1
global route | rx_data[3] | -0.03 | tmp[3] | 1
finish | rx_data[0] | 0.02 | tmp[0] | 1
[cells in the mapped netlist]
cell	number	area, um^2
edfxtp_1	10	300
inv_1	1	3.75
[cell families after synthesis]
| kind of cell | after synthesis | synth area share [%] |
|---|---|---|
| buffers and inverters | 1 | 1.23 |
| flip-flops | 10 | 98.8 |
[report_power, final]
part           internal, mW  total (mW)  leakage (nW)  switching [mW]
Combinational        0.0433      0.0612        0.0907          0.0179
Sequential            0.491       0.500        0.0979         0.00960
Clock                 0.144       0.269        0.0154           0.125
Total                 0.678       0.830         0.204           0.153
[routing by layer]
metal / up-vias / share of wire (%)
li1: 89 / -
met1: 77 / 52
met2: 16 / 20
met3: 2 / 27
met4: 0 / 1.1
met5: - / 0
[final cells by class]
type	instances	area share, %
repair buffers	19	25.8
clock buffers	3	4.31
well taps	46	11.0
inverters	1	0.718
flip-flops and latches	10	57.4
clock inverters	1	0.718
[metrics by stage]
stage | utilization [%] | total power [mW] | setup TNS (ns) | instance area (um^2)
after floorplan | - | 0.508 | 0 | 304
after global placement | 14.9 | 0.579 | -1.16 | 509
after detailed placement | 14.9 | 0.580 | -1.20 | 509
after CTS | 15.3 | 0.852 | 0 | 523
after global routing | 15.3 | 0.880 | -0.163 | 523
final | 15.3 | 0.830 | 0 | 523
[what timing repair did]
item | CTS | global route
setup buffers | 5 | 0
resized | 31 | 0
setup endpoints to repair | 10 | 9
hold endpoints to repair | 0 | 0
No activity file was given, so power comes from the tool's default toggle rates.
