===== flow/run.sh =====
#!/bin/bash
# OpenROAD 26Q1-2900-gdf79404cd8, Yosys 0.63+post, stock flow scripts
make -C /OpenROAD-flow-scripts/flow DESIGN_CONFIG=/design/flow/config.mk WORK_HOME=/design/flow/orfs finish

===== flow/config.mk =====
export PLATFORM = sky130hd
export DESIGN_NAME = PISO
export DESIGN_NICKNAME = PISO
export VERILOG_FILES = /design/flow/design.v
export SDC_FILE = /design/flow/constraint.sdc
export NUM_CORES = 4
export LEC_CHECK = 1
export CORE_AREA = 10 10 70 70
export DIE_AREA = 0 0 80 80

===== flow/constraint.sdc =====
current_design PISO

set clk_period 2.5
set clk_io_pct 0.2

create_clock -name clk0 -period $clk_period [get_ports {clk}]

set non_clock_inputs [all_inputs -no_clocks]
set_input_delay [expr $clk_period * $clk_io_pct] -clock clk0 $non_clock_inputs
set_output_delay [expr $clk_period * $clk_io_pct] -clock clk0 [all_outputs]

===== flow/design.v =====
interface RAM_if(input bit clk);
parameter ADDR_SIZE = 8;
logic rx_valid, rst_n;
logic [9:0] din;
logic tx_valid;
logic [7:0] dout;
modport DESIGN (input clk,rx_valid, rst_n, din,output tx_valid, dout);
modport TB (output rx_valid, rst_n, din,input clk);
modport MONITOR (input clk,rx_valid, rst_n, din, tx_valid, dout);
endinterface
module PISO(clk,tx_valid,counter,tx_data,dout);
output reg dout;
input [7:0] tx_data;
input clk ;
input tx_valid ;
input [3:0] counter;
reg [7:0]temp;
always @ (posedge clk) begin
	if (tx_valid) begin
		if (counter==0)
			temp <= tx_data;
		else begin
			dout <= temp[7];
			temp <= {temp[6:0],1'b0};
		end
	end
end
endmodule

==> results.cfg <==
; flow metrics
[critical_path]
rr_startpoint = temp[1]
endpoint_kind = register
cp.arrival_ns = 1.75
start_kind = input port
crit_type = in2reg
rrSetupSlack_ns = 1.61
ff2ff_path_depth = 1
cp_max_fo = 9
crit_start = counter[1]
regToRegEndpoint = temp[2]
required_ns = 2.51

[floorplanning]
fp_util_pct = 11.32
chipArea_um2 = 6400
die_h_um = 80
rows = 21
die_x_um = 80
core_area_um2 = 3416
pin_count = 15

[placement]
postPlaceCellArea_um2 = 591.8
portBuffers = 14
gp_congestion = 0.6871
dp_hpwl_um = 601.4

[routing]
first_iter_violations = 4
antenna_cells = 0
via_per_inst = 2.845
final_antenna_net_count = 0
dr.pass1.iters = 4
wire_per_inst_um = 9.429
routed-via-count = 239
drt_wl_total_um = 792
drc = 0

[yosys]
syn_inst = 19
ys_cells = 19
edf_count = 9
synth.cell_area_um2 = 386.6
avgSynthCellArea_um2 = 20.35
ys_types = 5
top_cell_area_share_pct = 69.90
ys_area_um2 = 386.6
common_cells = edfxtp_1, mux2_2, and2_2, and2b_2, nor4_4
top_cell = edfxtp_1
top_area_cell = edfxtp_1
ys.flops = 9
postSynthSeqShare_pct = 69.90
synth_warnings = 1
async_flop_share_pct = 0
topCellsByArea = edfxtp_1, mux2_2, nor4_4, and2b_2, and2_2
synth-main-ff-cell = edfxtp_1

[global_route]
grt_max_degree = 10
gr-total-overflow = 0
grt_pass1_vias = 260
antenna_found_initial = 0
grt_pass1_wl_um = 1324
track_usage_pct = 2.772

[cts]
cts.sinks = 9
insertion_delay_ns = 0.26
clockBufferDepth = 2
path_clk_slew_ns = 0.06
post_cts_buffers = 0
cts-root-buf = clkbuf_4
cts_made_buffers = 3
cts_hold_buffers = 0
cts_tree = yes
cts.htree.levels = 1
ctsResizeCount = 0

[hold_path]
hold_class = reg2reg
min_to = dout
hold_depth = 0
hp-start = temp[7]

[finish]
fin_area_um2 = 618.1
nFillCells = 392
drive_above_1_share_pct = 36.84
synthToLayoutAreaGrowth_pct = 59.87

[flow_run]
maxCapViolations = 0
tool_warnings = 25

[timing]
fin_crit_ns = 1.743
max_freq_mhz = 573.6
maxSlewViolCount = 0
finalHoldViolCount = 0
finClkSkew_ns = 0.006110
period_used_pct = 69.73
max_slew.worst_pin.slew_ns = 0.3849
rsz0062_at_grt = no
setup_viol = 0
slew_headroom_pct = 74.26
fin_tns_setup_ns = 0

[power]
powerDensity_nw_per_um2 = 535.0
ir_worst_vdd_v = 0.0002680
p_leak_nw = 0.1981

[run_status]
status = finished clean
==> critical path: stages <==
cell	delay, ns
clkdlybuf4s50_1	0.44
nor4_4	0.27
buf_4	0.21
mux2_2	0.34
==> worst max-delay path by stage <==
stage | endpoint | slack [ns] | cells after the start
global route | temp[2] | 0.70 | 4
CTS | temp[4] | 0.75 | 4
finish | temp[4] | 0.76 | 4
==> cells in the final DEF (no fill, tap or decap), drive strengths merged <==
cell type       n
clkdlybuf4s50  14
edfxtp          9
mux2            7
clkbuf          4
nor4            1
and2b           1
and2            1
buf             1
==> state kept, by name (all words and copies together) (netlist names) <==
name	cells
dout	1
temp	8
==> where the power goes <==
| group | leakage [nW] | switching [mW] | internal [mW] |
|---|---|---|---|
| sequential | 0.0878 | 0.00208 | 0.178 |
| combinational | 0.0954 | 0.0104 | 0.0281 |
| clock | 0.0150 | 0.0508 | 0.0615 |
| total | 0.198 | 0.0632 | 0.267 |
==> kinds of logic after synthesis <==
group / share of synthesized area [%]
flip-flops: 69.90
multiplexers: 20.39
AND/OR/NAND/NOR: 9.710
==> per-layer routing <==
layer | GRT usage [%] | wire length, µm
met5 | 0 | 0
met4 | 0.1761 | 7
met3 | 2.841 | 111
met2 | 3.210 | 290
met1 | 3.604 | 383
==> cell type report <==
class | instances | area [µm²] | area share (%)
tap | 46 | 57.56 | 9.312
multi-input combinational | 10 | 116.4 | 18.83
timing repair buffer | 15 | 147.6 | 23.89
clock buffer | 4 | 26.28 | 4.251
sequential | 9 | 270.3 | 43.72
==> stage by stage <==
step	hold WS, ns	setup WS [ns]	power, mW	util (%)	std cells
detailed placement	0.4070	0.4688	0.2217	17.33	80
global placement	0.4044	0.4746	0.2215	17.33	80
finish	0.4245	0.7567	0.3307	18.10	84
CTS	0.4222	0.7531	0.3359	18.10	84
floorplan	0.4003	0.9168	0.1932	-	19
global route	0.4415	0.7015	0.3509	18.10	84
Power is estimated from default activity; no workload was simulated.
